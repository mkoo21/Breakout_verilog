==> design.v <==
`timescale 1ns / 1ns  
module ball_control(input clk, 
	input reset,
	input [2:0] PADDLE_HIT,
	output reg [8:0] x,
	output reg [7:0] y,
	output reg BRICK_HIT,
	output reg [8:0] brick_x,
	output reg [7:0] brick_y
	);
	localparam LEFT_UP = 3'd0, UP_LEFT = 3'd1, UP_RIGHT = 3'd2, RIGHT_UP = 3'd3, LEFT_DOWN = 3'd4, DOWN_LEFT = 3'd5, DOWN_RIGHT = 3'd6, RIGHT_DOWN = 3'd7,
					LEFT_WALL_X = 9'd12,
					TOP_WALL_Y = 8'd20,
					RIGHT_WALL_X = 9'd320 - 9'd12,
					BRICK_WIDTH = 9'd32, BRICK_HEIGHT = 8'd4,
					BRICK_ONE_X = 9'd100, BRICK_ONE_Y = 8'd60,
					BRICK_TWO_X = 9'd150, BRICK_TWO_Y = 8'd60,
					BRICK_THREE_X = 9'd200, BRICK_THREE_Y = 8'd60;
	reg [8:0] d_x;
	reg [7:0] d_y;
	reg [2:0] current_direction;
	reg [1:0] WALL_HIT; 
	reg [2:0] status;  
	always @(posedge clk) begin
		case(current_direction)
			LEFT_UP: begin
				d_x <= -9'd2;
				d_y <= -8'd1;
			end
			UP_LEFT: begin
				d_x <= -9'd1;
				d_y <= -8'd2;
			end
			UP_RIGHT: begin
				d_x <= 9'd1;
				d_y <= -8'd2;
			end
			RIGHT_UP: begin
				d_x <= 9'd2;
				d_y <= -8'd1;
			end
			LEFT_DOWN: begin
				d_x <= -9'd2;
				d_y <= 8'd1;
			end
			DOWN_LEFT: begin
				d_x <= -9'd1;
				d_y <= 8'd2;
			end
			DOWN_RIGHT: begin
				d_x <= 9'd1;
				d_y <= 8'd2;
			end
			RIGHT_DOWN: begin
				d_x <= 9'd2;
				d_y <= 8'd1;
			end
		endcase
		if(!reset) begin
			x <= 9'd160;
			y <= 8'd218;
			current_direction <= UP_RIGHT; 
			d_x <= 9'd1;
			d_y <= -8'd2;
		end
		if(!reset) begin 
			status <= 3'b111;
			BRICK_HIT <= 1'b0;
		end
		BRICK_HIT <= 1'b0;
		if(y >= BRICK_ONE_Y && y <= (BRICK_ONE_Y + BRICK_HEIGHT) && x >= BRICK_ONE_X && x <= (BRICK_ONE_X + BRICK_WIDTH) && status[0] == 1'b1) begin
			BRICK_HIT <= 1'b1;
			brick_x <= BRICK_ONE_X; brick_y <= BRICK_ONE_Y;
			status[0] <= 1'b0;
			if(current_direction == LEFT_UP || current_direction == UP_LEFT || current_direction == RIGHT_UP || current_direction == UP_RIGHT)
				current_direction <= ((x - BRICK_ONE_X) / 9'd8) + 3'd4;
			else 
				current_direction <= (x - BRICK_ONE_X) / 9'd8;
		end
		if(y >= BRICK_TWO_Y && y <= (BRICK_TWO_Y + BRICK_HEIGHT) && x >= BRICK_TWO_X && x <= (BRICK_TWO_X + BRICK_WIDTH) && status[1] == 1'b1) begin
			BRICK_HIT <= 1'b1;
			brick_x <= BRICK_TWO_X; brick_y <= BRICK_TWO_Y;
			status[1] <= 1'b0;
			if(current_direction == LEFT_UP || current_direction == UP_LEFT || current_direction == RIGHT_UP || current_direction == UP_RIGHT)
				current_direction <= ((x - BRICK_TWO_X) / 9'd8) + 3'd4;
			else 
				current_direction <= (x - BRICK_TWO_X) / 9'd8;
		end
		if(y >= BRICK_THREE_Y && y <= (BRICK_THREE_Y + BRICK_HEIGHT) && x >= BRICK_THREE_X && x <= (BRICK_THREE_X + BRICK_WIDTH) && status[2] == 1'b1) begin
			BRICK_HIT <= 1'b1;
			brick_x <= BRICK_THREE_X; brick_y <= BRICK_THREE_Y;
			status[2] <= 1'b0;
			if(current_direction == LEFT_UP || current_direction == UP_LEFT || current_direction == RIGHT_UP || current_direction == UP_RIGHT)
				current_direction <= ((x - BRICK_THREE_X) / 9'd8) + 3'd4;
			else 
				current_direction <= (x - BRICK_THREE_X) / 9'd8;
		end
		if(reset && PADDLE_HIT !== 0) current_direction <= PADDLE_HIT - 3'b1;
		if(reset && WALL_HIT !== 0) begin
			case(WALL_HIT)
				2'd1: begin case(current_direction)
							LEFT_UP: begin current_direction <= RIGHT_UP;
											d_x <= 9'd2;
											d_y <= -8'd1;
										end
							UP_LEFT: begin current_direction <= UP_RIGHT;
											d_x <= 9'd1;
											d_y <= -8'd2;
										end
							LEFT_DOWN: begin current_direction <= RIGHT_DOWN;
												d_x <= 9'd2;
												d_y <= 8'd1;
											end
							DOWN_LEFT: begin current_direction <= DOWN_RIGHT;
												d_x <= 9'd1;
												d_y <= 8'd2;
											end
						endcase
					end
				2'd2: begin case(current_direction)
							LEFT_UP: begin current_direction <= LEFT_DOWN;
											d_x <= -9'd2;
											d_y <= 8'd1;
										end
							UP_LEFT: begin current_direction <= DOWN_LEFT;
											d_x <= -9'd1;
											d_y <= 8'd2;
										end
							RIGHT_UP: begin current_direction <= RIGHT_DOWN;
											d_x <= 9'd2;
											d_y <= 8'd1;
										end
							UP_RIGHT: begin current_direction <= DOWN_RIGHT;
												d_x <= 9'd1;
												d_y <= 8'd2;
										end
						endcase
					end
				2'd3: begin case(current_direction)
							RIGHT_UP: begin current_direction <= LEFT_UP;
											d_x <= -9'd2;
											d_y <= -8'd1;
										end
							UP_RIGHT: begin current_direction <= UP_LEFT;
											d_x <= -9'd1;
											d_y <= -8'd2;
										end
							RIGHT_DOWN: begin current_direction <= LEFT_DOWN;
												d_x <= -9'd2;
												d_y <= 8'd1;
										end
							DOWN_RIGHT: begin current_direction <= DOWN_LEFT;
												d_x <= -9'd2;
												d_y <= 8'd1;
										end
						endcase
					end
			endcase
		end
		if(reset) begin 
			x <= x + d_x;
			y <= y + d_y;
		end
		if(y >= 8'd235 && y <= 8'd240) begin
			d_x <= 1'b0;
			d_y <= 1'b0;
		end
	end
	always @(posedge clk) begin
		if(!reset) WALL_HIT <= 2'b0;
		else begin
			if(x <= LEFT_WALL_X) WALL_HIT <= 2'd1; 
			else begin
				if(y <= TOP_WALL_Y) WALL_HIT <= 2'd2;
				else begin
					if(x >= RIGHT_WALL_X) WALL_HIT <= 2'd3;
					else WALL_HIT <= 2'b0;
				end
			end
		end
	end
endmodule
==> run.sh <==
#!/bin/bash
# OpenROAD 26Q1-2900-gdf79404cd8, Yosys 0.63+post, stock flow scripts
make -C /OpenROAD-flow-scripts/flow DESIGN_CONFIG=/design/flow/config.mk WORK_HOME=/design/flow/orfs finish
==> config.mk <==
export PLATFORM = sky130hd
export DESIGN_NAME = ball_control
export DESIGN_NICKNAME = ball_control
export VERILOG_FILES = /design/flow/design.v
export SDC_FILE = /design/flow/constraint.sdc
export NUM_CORES = 4
export LEC_CHECK = 1
export CORE_UTILIZATION = 30
==> constraint.sdc <==
current_design ball_control

set clk_period 3.5
set clk_io_pct 0.2

create_clock -name clk0 -period $clk_period [get_ports {clk}]

set non_clock_inputs [all_inputs -no_clocks]
set_input_delay [expr $clk_period * $clk_io_pct] -clock clk0 $non_clock_inputs
set_output_delay [expr $clk_period * $clk_io_pct] -clock clk0 [all_outputs]
==> run summary <==
fresh numbers from the pnr run: worst path arrival time=3.11 ns, initial antenna violation count=0, post-DP HPWL=4870 um, 1st-pass router iterations=4, hold slack=0.460 ns, H-tree lvl count=2, DRT antenna net count=0, clock root buffer=clkbuf_8, Max Cap Viol=0, Setup Crit Path Kind=register to register, Total Neg Setup Slack=0 ns, M1 WL=3390 um, Inst Count DP=517, Max Slew Vio Count=0, Mean Syn Cell Area=8.29 um2, clock skew=0.00537 ns, FMAX=342 MHz, final cell count without fillers=524, Mapped Area=3050 um2, Yosys reg bits=45, Yosys chip area=3050 um2, tool warnings=32, I/O pin count=40, synth warn=1, met3 WL=310 um, Initial DRC Count=89, Synth top area share=0.295, routability cong.=0.907, Antenna Cells=0, startpoint types=register, Rel. slew slack=0.653, vias in the first global route=2429, FP Core Util=0.311, Clock transition at path regs=0.08 ns, Std-Cell Rows=36, DR WL/cell=13.0 um, Top area cell types=dfxtp_1 (30%), ha_1 (10%), nand2_1 (4.8%), dominant cell type by area after synthesis=dfxtp_1, CTS Hold Bufs=0, Cell variety after synth=64, Syn-to-layout area delta=14.8%, pin count of the biggest net entering global routing=40, met2 WL post-DR=3000 um, Worst-Margin Slew=0.520 ns, CTS tree=done, Top Layer Used=met4, layout cells sized above 1=0.0665, Final Critical Period=2.92 ns, first-pass GRT wire length=11700 um, Inserted Clock Buffers=5, Post-synth EDFFs=0, die area=10600 um2, fraction of registers with async set/reset=0, final hold violations=0, P_leak=1.50 nW, CP endpoint kind=register, clk sinks=45, Hold/Removal Path Class=register to register, vias per cell=4.90, Peak VDD IR=0.318 mV, die width=103 um, sequential area share after synthesis=0.295, Commonest cells post-synth=dfxtp_1 (45), nand2_1 (39), inv_1 (33), most frequent cell after synthesis=dfxtp_1, Routed Wire Length=6790 um, Die Ht=103 um, Vias=2565, Post-CTS Setup Inserts=0, Core ar.=9820 um2, critical path required time=3.69 ns, CP Max Fanout=11, CTS resizes=0, RSZ-0062 raised after global routing=no, worst skew pair latency=0.30 ns, final period utilization=0.835, total global-route track usage=0.141, overflow left after global routing=0, Power Density=703 nW/um2, Commonest flop=dfxtp_1, PortBufs=29, DR DRC count=0, Cells after Synth=368, Clock Tree Buf Depth=2, # Cells Yosys=368, status=complete, no violations, # setup viols final=0
-- per-stage QoR --
| stage | util | power (W) | instance area, um2 | setup WS [ns] |
|---|---|---|---|---|
| 2_1_floorplan | - | 0.00173 | 3080 | 1.02 |
| 3_5_place_dp | 0.348 | 0.00214 | 3410 | 0.447 |
| 3_3_place_gp | 0.348 | 0.00213 | 3410 | 0.525 |
| 4_1_cts | 0.357 | 0.00249 | 3500 | 0.558 |
| 6_report | 0.357 | 0.00246 | 3500 | 0.578 |
| 5_1_grt | 0.357 | 0.00272 | 3500 | 0.359 |
-- layout by cell type (no fill, tap or decap), drive strengths merged, types with 3 or more instances in the layout --
cell           instances
o21a                   5
and3                   5
a21oi                 22
mux2                   4
xnor2                 15
nor2b                 11
a41oi                  3
nand2b                 3
clkdlybuf4s50         29
dfxtp                 45
a311oi                 5
nor3b                  4
nor3                   4
clkbuf                 7
xor2                   4
nand3                  6
ha                    25
conb                  10
a21o                   6
o21bai                 3
and2                   7
a31oi                  7
and3b                  3
nand2                 39
o21ai                 26
inv                   33
nor2                  20
-- per-layer routing --
metal,vias up,GRT usage
li1,1312,-
met1,1182,0.215
met2,58,0.219
met3,13,0.0207
met4,0,0.0217
met5,-,0
-- worst max-delay path, stage by stage, from the launching register on --
cell and delay [ns]:
dfxtp_1 0.58, inv_1 0.17, ha_1 0.24, and3_1 0.19, a311oi_1 0.27, buf_4 0.22
and2b_1 0.19, a41oi_1 0.32, a41oi_4 0.20, xnor2_2 0.18, or2_1 0.23
-- logic make-up (layout without fill, tap and decap cells) --
group / Yosys count / count (layout) / share of synthesized area
fa+ha+maj: 27 / 27 / 0.116
xor+xnor: 19 / 19 / 0.0570
flops: 45 / 45 / 0.295
buf+inv: 56 / 71 / 0.0857
compound gates: 93 / 93 / 0.210
simple gates: 122 / 122 / 0.219
mux: 4 / 4 / 0.0148
other cells: 2 / 10 / 0.00246
-- final timing paths --
kind	startpoint	to	slack [ns]	cells after the start
worst max-delay path	x[3]	register	0.58	10
worst min-delay path	brick_x[7]	brick_x[7]	0.46	2
worst max register to register	x[3]	register	0.58	10
worst min register to register	brick_x[7]	brick_x[7]	0.46	2
-- area by class of cell --
cell class / count / area [um2]
repair buffers: 31 / 305
flip-flops and latches: 45 / 901
well taps: 133 / 166
inverters: 33 / 124
clock buffers: 7 / 86.3
fillers: 1035 / 6320
multi-input cells: 275 / 1920
-- power breakdown --
group,switching (W),leakage [nW],internal (W)
clock,0.000171,0.0443,0.000157
sequential,0.000249,0.372,0.000664
combinational,0.000560,1.08,0.000661
Power is estimated from default activity; no workload was simulated.
