==> ./design.v <==
`timescale 1ns / 1ns  
module paddle_control(
    input clk,
    input resetn,
    input [1:0] go,  
	 input [8:0] ball_x,
	 input [7:0] ball_y,
	 output reg LEDR,  
	 output reg [2:0] PADDLE_HIT,
    output reg draw,
	 output reg [8:0] current_state
    );
    reg [8:0] next_state; 
    localparam  BRICK_WIDTH = 8'd16,
					 BRICK_HEIGHT = 8'd8,
					 PADDLE_WIDTH= 8'd32,  
					 PADDLE_HEIGHT = 8'd2,
					 PADDLE_SIZE = 8'd32,
					 PADDLE_Y_POS = 9'd220;    
    always @(posedge clk)
    begin
		if(resetn) begin
         case (current_state)
					9'd8: current_state <= 2'd2 * go[0] + current_state;  
					9'd280: current_state <= current_state - (2'd2 * go[1]);  
            default: current_state <= (2'd2 * go[0]) - (2'd2 * go[1]) + current_state;  
         endcase
			if (go[0] || go[1]) draw <= 1'b1;
			else draw <= 1'b0;
		end
		if(resetn == 1'b0) begin
			draw <= 1'b1;
			current_state <= 9'd152;
		end
    end  
	 always@(posedge clk) begin
		PADDLE_HIT <= 0;
		if(ball_y >= PADDLE_Y_POS && ball_y <= PADDLE_Y_POS + 9'd3 && ball_x >= current_state && ball_x <= current_state + PADDLE_WIDTH)  
			PADDLE_HIT <= ((ball_x - current_state) / 9'd8) + 1'b1;
	 end
endmodule
==> ./run.sh <==
#!/bin/bash
# OpenROAD 26Q1-2900-gdf79404cd8, Yosys 0.63+post, stock flow scripts
make -C /OpenROAD-flow-scripts/flow DESIGN_CONFIG=/design/flow/config.mk WORK_HOME=/design/flow/orfs finish
==> ./config.mk <==
export PLATFORM = sky130hd
export DESIGN_NAME = paddle_control
export DESIGN_NICKNAME = paddle_control
export VERILOG_FILES = /design/flow/design.v
export SDC_FILE = /design/flow/constraint.sdc
export NUM_CORES = 4
export LEC_CHECK = 1
export CORE_AREA = 10 10 90 90
export DIE_AREA = 0 0 100 100
==> ./constraint.sdc <==
current_design paddle_control

set clk_period 5.2
set clk_io_pct 0.2

create_clock -name clk0 -period $clk_period [get_ports {clk}]

set non_clock_inputs [all_inputs -no_clocks]
set_input_delay [expr $clk_period * $clk_io_pct] -clock clk0 $non_clock_inputs
set_output_delay [expr $clk_period * $clk_io_pct] -clock clk0 [all_outputs]
==> summary.txt <==
Purpose: to document the outcome of synthesis and place and route.

Drt
The detail route stage leaves a number of antenna-violating nets equal to 0. Using the TritonRoute via totals, the vias-per-cell ratio works out to 4.41. The final routed wirelength across all metal layers is 3.05 mm. After detailed routing, the average wire length per cell comes to 11.9 µm. The detailed-route via count is 1129. In the log, the iteration count for the first detailed-route pass is 4. The number of DRC markers in iteration 0 is 34. Per the detail_route report, DRC violations left total 0. The repair_antennas step left the layout with diodes totalling 0.

Floorplanning
Row generation in the floorplan step produced 29 rows. The total die area is 10000 µm². The floorplan die height is 100 µm. The initial standard-cell utilization of the core is 0.197. The area of the core is 6280 µm².

The width of the die is 100 µm. During I/O placement, the number of pins put on the boundary was 35.

Timing
The final timing report lists a max-slew violation count of 0. The final cycle utilization of the critical path is 0.671. The final setup violation count is 0. The time the final worst path needs with I/O delays and setup is 3.49 ns. The hold slack is 0.653 ns. The highest clock frequency the design can meet is 0.287 GHz. Clock skew on the completed layout was measured at 0.000380 ns.

After routing, the total negative slack on setup checks comes to 0 ns. The final hold violation count is 0. Setup repair after global routing left no endpoint under its margin.

Pwr
The power report attributes to the combinational group a share of 0.668. The share of total power dissipated in sequential elements is 0.225. The power spent charging and discharging nets is 0.000347 W.

In this run the power density over the cells is 487 nW/µm². The internal power contribution is 0.000458 W. The power report attributes to the clock group a share of 0.106. IR analysis of the VDD net gives a maximum drop of 0.176 mV. The static power due to leakage is 0.691 nW.

The switching portion of total power is 0.431.

Logic synthesis
The synthesized area per cell is 8.30 µm². Per Yosys stat, the portion of area used by sequential elements is 0.194. For this run, asynchronously set or reset flops after synthesis account for 0. The xor/xnor cell area share of the yosys netlist is 0.0425.

For this run, the chip area from Yosys synthesis comes to 1240 µm². The number of distinct standard cells referenced by the synthesized netlist is 43. The prevailing post-synth register cell is sky130_fd_sc_hd__dfxtp_1. In this run, the synthesized area fraction spent on adder and majority cells is recorded as 0.259. The cell-mix breakdown from Yosys lists the compound-gate area share as 0.187. Once synthesis finished, the tally of register bits stood at 12. The post-synthesis mux area share is 0. By area, the combinational part of the netlist is dominated by adder cells. The number of cell instances after yosys synthesis is 149. The number of synthesized flops with an enable pin is 0. The simple-gate area share of the yosys netlist is 0.255. Warnings reported by Yosys during synthesis add up to 2. The number of cells produced by synthesis is 149.

The mapped cell area is 1240 µm².

Worst setup path
Max fanout on the critical path was recorded as 4. The capturing element type of the critical path is a flip-flop. In this run the critical path is formed by clkdlybuf4s50_1 > inv_1 > ha_1 > a21oi_1 > a31o_2 > a21oi_1 > ha_1 > fa_1 > nor2b_1 > o21a_1 > o21ai_0 > nor2_1 > a211oi_1. The worst setup path category is in -> reg.

The reg2reg setup slack is 2.23 ns. In this run the critical register-to-register path is launched from current_state[5]$_SDFF_PN0_. The data arrival time of the critical path is 3.64 ns.

The terminus of the critical flop-to-flop path is current_state[7]$_SDFF_PN1_. For the worst setup path, the data required time is 5.35 ns. The cell count of the worst reg-to-reg path is 14. STA classifies the critical path startpoint as an input pin. The longest incremental delay of any stage on the critical path is reported as 0.53 ns. The critical-path cell with the highest stage delay is sky130_fd_sc_hd__clkdlybuf4s50_1.

Hold path
The path class of the lowest-slack min-delay path is reg -> reg. The endpoint with the worst hold slack is current_state[1]$_SDFF_PN0_. The worst hold path begins at current_state[1]$_SDFF_PN0_. Along the worst hold path, the cell count comes to 3.

Job
The number of warnings reported in the stage logs is 30. Per the run summary, max-cap violations total 0.

Clock network
The CTS root buffer is sky130_fd_sc_hd__clkbuf_8. The clock passes through at most 2 buffers. The skew report gives the latency at the later pin of the worst-skew pair as 0.24 ns.

TritonCTS created 3 clock buffers. Post-CTS timing repair inserted 0 buffers for setup. The number of clock sinks is 12.

The number of gates resized after CTS was 0. The number of levels in the clock H-tree is 1. TritonCTS built the clock tree. The report puts the hold buffer count at CTS at 0. Per the post-CTS timing run, clock transition at the registers of the reported paths is 0.05 ns.

Cells and area
The number of filler instances in the final layout is 670. Ranking logic cells in the layout by count gives the top entries sky130_fd_sc_hd__clkdlybuf4s50_1, sky130_fd_sc_hd__ha_1, sky130_fd_sc_hd__inv_1, sky130_fd_sc_hd__dfxtp_1, sky130_fd_sc_hd__o21ai_0. By instance count after routing, the leading logic cell type is sky130_fd_sc_hd__clkdlybuf4s50_1. The area added between synthesis and finish is 33.8%. The fraction of final layout cells sized beyond drive strength 1 is 0.0447.

GRT
The total routing resource utilization after global routing is 0.0604. The initial antenna violation count is 0. The pin count of the biggest net entering global routing is 13. The via count of the first global-routing pass is 1079. The global route total overflow is 0. The first global-routing pass estimated 5.06 mm of wire.

Place
The congestion estimate from routability-driven global placement came to 0.809. For this run the detailed placement stage logged an HPWL of 2.56 mm. In this run the tool buffered the top-level ports with 30 buffer cells.

Status
The flow ran to the end, and the final reports show no timing, DRC or antenna violations.
-- how the worst max path moves through the flow --
stage | from | to | slack, ns
CTS | go[0] | current_state[7]$_SDFF_PN1_ | 1.72
global route | go[0] | current_state[7]$_SDFF_PN1_ | 1.57
finish | go[0] | current_state[7]$_SDFF_PN1_ | 1.71
-- stage by stage --
stage                      util  area (µm²)  total power [W]  setup slack [ns]  instances
after CTS                 0.264        1650         0.000816              1.72        256
after detailed placement  0.257        1610         0.000722              1.50        253
after global routing      0.264        1650         0.000908              1.57        256
after global placement    0.257        1610         0.000717              1.54        253
final                     0.264        1650         0.000805              1.71        256
after floorplan               -        1240         0.000559              2.29        150
-- synth_stat cells (2+ instances only) --
cell type	number	area [µm²]
sky130_fd_sc_hd__o22ai_1	2	12.5
sky130_fd_sc_hd__o21ai_0	12	60.1
sky130_fd_sc_hd__and4_1	2	17.5
sky130_fd_sc_hd__o31a_1	2	17.5
sky130_fd_sc_hd__ha_1	24	300
sky130_fd_sc_hd__o21a_1	6	45.0
sky130_fd_sc_hd__nor2_1	7	26.3
sky130_fd_sc_hd__nor3_1	5	25.0
sky130_fd_sc_hd__a21oi_1	8	40.0
sky130_fd_sc_hd__buf_4	2	15.0
sky130_fd_sc_hd__nor2b_1	7	43.8
sky130_fd_sc_hd__nand3_1	4	20.0
sky130_fd_sc_hd__nand4_1	3	18.8
sky130_fd_sc_hd__xor2_1	2	17.5
sky130_fd_sc_hd__and3_1	2	12.5
sky130_fd_sc_hd__nand2_1	7	26.3
sky130_fd_sc_hd__xnor2_1	4	35.0
sky130_fd_sc_hd__inv_1	13	48.8
sky130_fd_sc_hd__dfxtp_1	12	240
sky130_fd_sc_hd__nand2b_1	2	12.5
-- logic make-up after synthesis --
family,after synthesis
AND/OR/NAND/NOR,51
AND-OR/OR-AND,37
adder cells (fa/ha/maj),25
buffers and inverters,17
flip-flops,12
XOR/XNOR,6
other,1
-- per-layer routing --
layer | up-vias | part of all wire | global-route usage
li1 | 606 | - | -
met1 | 505 | 0.48 | 0.0801
met2 | 18 | 0.46 | 0.0981
met3 | 0 | 0.066 | 0.0208
met4 | 0 | 0 | 0.00217
met5 | - | 0 | 0
-- registers in the layout, summed over array words and instances, names as in the netlist --
register	flops
draw	1
current_state	8
PADDLE_HIT	3
-- power by group through the flow --
stage	Clock, W	Sequential (W)	Combinational [W]
after CTS	0.0000886	0.000183	0.000544
after global routing	0.0000931	0.000191	0.000623
final	0.0000856	0.000181	0.000538
-- critical path: cells and delay by family --
family	cells	cell delay, ns
adder cells (fa/ha/maj)	3	0.75
AND-OR/OR-AND	6	1.08
buffers and inverters	2	0.61
AND/OR/NAND/NOR	2	0.15
-- area by class of cell --
type | instances | area (µm²) | share of cell area
clock buffers | 3 | 41.3 | 0.0250
inverters | 13 | 48.8 | 0.0295
well taps | 77 | 96.3 | 0.0582
flip-flops and latches | 12 | 240 | 0.145
repair buffers | 30 | 300 | 0.182
multi-input cells | 121 | 927 | 0.561
No activity file was given, so power comes from the tool's default toggle rates.
