$ cat flow/design.v
`timescale 1ns / 1ns  
module new_draw(input clk,
	input reset,
	input [8:0] paddle_pos,
	input p_draw,
	input [8:0] ball_x,
	input [7:0] ball_y,
	input fps,
	input BRICK_HIT,
	input [8:0] brick_x,
	input [7:0] brick_y,
	output reg [8:0] x,
	output reg [7:0] y,
	output reg [2:0] color,
	output reg wren);
	reg [30:0] current_state, next_state;	
	reg [8:0] current_paddle;
	reg [8:0] current_ball_x;
	reg [7:0] current_ball_y;
	reg [3:0] current_brick;
	reg paddle_draw;
	reg ball_draw;
	reg brick_hit;
	reg [15:0] wall_draw_progress;
	reg [6:0] paddle_draw_progress;
	reg [31:0] reset_progress;
	reg [8:0] brick_draw_progress;
	localparam  PADDLE_SIZE = 8'd64,
					INIT = 32'd0,
					LEFT_WALL_FINISHED = INIT + 32'd1920,
					TOP_WALL_FINISHED = LEFT_WALL_FINISHED + 32'd2560,
					RIGHT_WALL_FINISHED = TOP_WALL_FINISHED + 32'd1920,
					DRAW_BRICKS = RIGHT_WALL_FINISHED + 1,
					BRICKS_FINISHED = DRAW_BRICKS + 32'd128,
					WAIT = BRICKS_FINISHED + 1'd1,
					PADDLE_ERASE_START = WAIT + 1'd1,
					PADDLE_DRAW_START = PADDLE_ERASE_START + PADDLE_SIZE + 1'd1,
					PADDLE_CYCLE_END = PADDLE_DRAW_START + PADDLE_SIZE + 1'd1,
					BALL_ERASE = PADDLE_CYCLE_END + 1,
					BALL_DRAW = BALL_ERASE + 2'd2,
					BALL_CYCLE_END = BALL_DRAW + 2'd2,
					RESET_START = BRICK_ERASE_END + 1'b1,
					RESET_END = RESET_START + 32'd76800,
					BRICK_ERASE_START = BALL_CYCLE_END + 1'b1,
					BRICK_ERASE_END = BRICK_ERASE_START + 8'd128;
	always @(posedge clk) begin
		case (current_state)
			WAIT: next_state <= ball_draw ? BALL_ERASE : (paddle_draw ? PADDLE_ERASE_START: WAIT);  
			PADDLE_CYCLE_END: next_state <= (ball_draw ? BALL_ERASE : WAIT);
			BALL_CYCLE_END: next_state <= (brick_hit ? BRICK_ERASE_START : WAIT);
			BRICKS_FINISHED: begin
				if(current_brick < 3'd3) next_state <= DRAW_BRICKS;
				else next_state <= WAIT;
			end
			BRICK_ERASE_END: next_state <= (paddle_draw ? PADDLE_ERASE_START : WAIT);
			RESET_END: next_state <= INIT;
			default: next_state <= current_state + 1'd1;
		endcase			
		if(!reset) begin
			current_state <= INIT;
		end
		else current_state <= next_state;
	end
	always @(posedge clk) begin
		if(fps) ball_draw <= 1'b1;
		if(BRICK_HIT) brick_hit <= 1'b1;
		if(!reset) begin 
			brick_hit <= 1'b0;
			current_brick <= 3'b0;
		end
		case (current_state)
			INIT: begin 
				wall_draw_progress <= 16'd0;
				wren <= 1'b1;
			end	
			LEFT_WALL_FINISHED: begin
				wall_draw_progress <= 16'd0;
			end
			TOP_WALL_FINISHED: begin
				wall_draw_progress <= 16'd0;
			end
			WAIT: begin
				paddle_draw <= p_draw;
				wren <= 1'b0;
			end
			PADDLE_ERASE_START: begin 
				wren <= 1'b1;
				paddle_draw_progress <= 6'd0;
			end
			PADDLE_DRAW_START: begin
				paddle_draw_progress <= 6'd0;
				current_paddle <= paddle_pos;
			end
			PADDLE_CYCLE_END: paddle_draw <= 1'b0;
			BALL_ERASE: wren <= 1'b1;
			BALL_DRAW: begin
				current_ball_x <= ball_x;
				current_ball_y <= ball_y;
			end
			BALL_CYCLE_END: ball_draw <= 1'b0;
			RESET_START: begin 
				wren <= 1'b1;
				reset_progress <= 32'd0;
				y <= 8'd8;
			end
			DRAW_BRICKS: begin 
				wren <= 1'b1;
				brick_draw_progress <= 9'd0;
				current_brick <= current_brick + 1'b1;
			end
			BRICKS_FINISHED: wren <= 1'b0;
			BRICK_ERASE_START: brick_draw_progress <= 9'd0;
			BRICK_ERASE_END: brick_hit <= 1'b0;
			default: begin
				if(INIT < current_state && current_state < LEFT_WALL_FINISHED) begin
					color <= 3'b100;
					x <= wall_draw_progress % 4'd8;
					y <= wall_draw_progress / 4'd8;
				end
				if(LEFT_WALL_FINISHED < current_state && current_state < TOP_WALL_FINISHED) begin
					color <= 3'b100;
					x <= wall_draw_progress % 9'd320;
					y <= wall_draw_progress / 9'd320;
				end
				if(TOP_WALL_FINISHED < current_state && current_state < RIGHT_WALL_FINISHED) begin
					color <= 3'b100;
					x <= 9'd320 - (wall_draw_progress % 4'd8);
					y <= wall_draw_progress / 4'd8;
				end
				if(PADDLE_ERASE_START < current_state && current_state < PADDLE_DRAW_START) begin
					color <= 3'b000;
					x <= current_paddle + (paddle_draw_progress % 6'd32);
					y <= 9'd220 + (paddle_draw_progress / 6'd32);
				end
				if(PADDLE_DRAW_START < current_state && current_state < PADDLE_CYCLE_END) begin
					color <= 3'b001;
					x <= current_paddle + (paddle_draw_progress % 6'd32);
					y <= 9'd220 + (paddle_draw_progress / 6'd32);
				end
				if(BALL_ERASE < current_state && current_state < BALL_DRAW) begin
					color <= 3'b000;
					x <= current_ball_x;
					y <= current_ball_y;
				end
				if(BALL_DRAW < current_state && current_state < BALL_CYCLE_END) begin
					color <= 3'b010;
					x <= current_ball_x;
					y <= current_ball_y;
				end
				if(RESET_START < current_state && current_state < RESET_END) begin
					color<= 3'b000;
					x <= reset_progress % 9'd320;
					y <= reset_progress / 9'd320;
				end
				if(DRAW_BRICKS < current_state && current_state < BRICKS_FINISHED && current_brick == 4'd1) begin
					color <= 3'b110;
					x <= 9'd100 + (brick_draw_progress % 9'd32);
					y <= 8'd60 + (brick_draw_progress / 8'd32);
				end
				if(DRAW_BRICKS < current_state && current_state < BRICKS_FINISHED && current_brick == 4'd2) begin
					color <= 3'b110;
					x <= 9'd150 + (brick_draw_progress % 9'd32);
					y <= 8'd60 + (brick_draw_progress / 8'd32);
				end
				if(DRAW_BRICKS < current_state && current_state < BRICKS_FINISHED && current_brick == 4'd3) begin
					color <= 3'b110;
					x <= 9'd200 + (brick_draw_progress % 9'd32);
					y <= 8'd60 + (brick_draw_progress / 8'd32);
				end
				if(BRICK_ERASE_START < current_state && current_state < BRICK_ERASE_END) begin
					wren <= 1'b1;
					color <= 3'b000;
					x <= brick_x + (brick_draw_progress % 9'd32);
					y <= brick_y + (brick_draw_progress / 8'd32);
				end
				wall_draw_progress <= wall_draw_progress + 1'b1;
				paddle_draw_progress <= paddle_draw_progress + 1'b1;
				reset_progress <= reset_progress + 1'b1;
				brick_draw_progress <= brick_draw_progress + 1'b1;
			end
		endcase
	end
endmodule
$ cat flow/run.sh
#!/bin/bash
# OpenROAD 26Q1-2900-gdf79404cd8, Yosys 0.63+post, stock flow scripts
make -C /OpenROAD-flow-scripts/flow DESIGN_CONFIG=/design/flow/config.mk WORK_HOME=/design/flow/orfs finish
$ cat flow/config.mk
export PLATFORM = sky130hd
export DESIGN_NAME = new_draw
export DESIGN_NICKNAME = new_draw
export VERILOG_FILES = /design/flow/design.v
export SDC_FILE = /design/flow/constraint.sdc
export NUM_CORES = 4
export LEC_CHECK = 1
export CORE_UTILIZATION = 50
$ cat flow/constraint.sdc
current_design new_draw

set clk_period 19.7
set clk_io_pct 0.2

create_clock -name clk0 -period $clk_period [get_ports {clk}]

set non_clock_inputs [all_inputs -no_clocks]
set_input_delay [expr $clk_period * $clk_io_pct] -clock clk0 $non_clock_inputs
set_output_delay [expr $clk_period * $clk_io_pct] -clock clk0 [all_outputs]
==> results.txt <==
The full implementation flow was run.

The flow ran to the end, and the final reports show no timing, DRC or antenna violations. The final number of hold-violating endpoints stands at 0. The area of the core region stands at 0.0296 mm2. The maximum clock insertion buffer count stands at 2. The highest layer touched by signal routing is met4.

The register bit total from synthesis stands at 180. The async set-or-reset flop fraction in the synthesized netlist stands at 0. The share of synthesized area in the top cell type comes to 0.232.

In the final report, the number of endpoints failing setup comes to 0. Per the synthesis report, the dominant area consumer among library cells is edfxtp_1. The data required time of the worst path stands at 19.86 ns. Checking max transition, the worst relative margin is 0.318.

The synthesized netlist contains 111 unique library cells. The most common cell in the synthesized netlist is nor2_1. The later-pin clock latency in the skew report stands at 0.44 ns. Setup repair after global routing left no endpoint under its margin. The via count of the first global-routing pass came to 13100. In this run the clock root is driven by a clkbuf_16. Wires add up to 43000 um. The final critical delay including setup and external delays stands at 10.51 ns. The power report attributes to the clock group a share of 0.321. In the final routing, the length of wire on met1 measures 19100 um. The number of instances in the synthesized netlist stands at 1850. The share of total power dissipated in sequential elements is 0.452.

The height of the chip stands at 175 um. The first-pass detailed-route iteration total stands at 5. The critical path is of the reg -> reg type. The count of buffers added on input and output ports is 68. For this design, the slowest cell found on the critical path is edfxtp_1. Sorting the synthesized cells by how often they occur yields 202 x nor2_1, 195 x nand2_1, 116 x edfxtp_1, 92 x o21ai_0, 82 x a21oi_1. The number of gates resized after CTS was 0. The highest fanout seen on the critical path stands at 31. The completed layout was analyzed and its total power is 1.09 mW. The worst stage delay on the critical path stands at 0.90 ns. The max capacitance violation total stands at 0. Per the detail_route log, met3 wirelength is 2700 um. STA classifies the critical path startpoint as a register.

The detailed-route vias per instance stands at 6.27. Per the log, the first TritonRoute iteration ended with a DRC count of 1148. The first global-routing pass estimated 70000 um of wire. In this run the core area contains 63 standard-cell rows. The fraction of layout cells with a size suffix above 1 stands at 0.0649. The number of diodes stands at 0. The HPWL reported at the end of detailed placement stands at 31600 um. The smallest setup slack after layout stands at 9.19 ns. The final-layout setup total negative slack stands at 0 ns. A synthesized cell averages 8.13 um2.

The total power density per cell area stands at 65.9 mW/mm2. The internal portion of the total power is 0.738 mW. Timing would allow up to 95.2 MHz. The number of cells reported by Yosys stat comes to 1850. The data arrival time at the worst-slack endpoint stands at 10.67 ns. The post-placement cell area stands at 0.0160 mm2.

The portion of the clock cycle consumed by the worst path in the final layout stands at 0.533. The number of top-level design ports stands at 69. Per STA, the worst path accumulates the most delay in the family AND-OR/OR-AND gates. The count of H-tree levels built during CTS stands at 4.

The die area stands at 0.0308 mm2. For this run, the leading register cell type out of synthesis is edfxtp_1. The net switching power in the latest report is 0.356 mW. Across all hold checks on the routed design, the worst slack comes to 0.431 ns. In this run, CTS created clock tree buffers numbering 17. The tightest min-delay check is of the reg -> reg type.

The die extent in x stands at 175 um. The worst clock skew stands at 0.0115 ns. The count of nets left with antenna violations once routing finished came out at 0. The global route stage reports its total congestion overflow as 0.

The combinational group share of total power stands at 0.227. The count of hold buffers inserted by post-cts repair stands at 0. The weighted congestion at the end of routability-driven global placement stands at 0.963.

The initial antenna violation count stands at 0. The registers of the reported paths see a clock transition of 0.08 ns. IR analysis of the VDD net gives a maximum drop of 0.0631 mV. The buffer-and-inverter tally for the worst setup path stands at 0.

The worst setup path is captured at a register. The combined global-route utilization of all metal layers stands at 0.295. The met2 layer wire length in the routed design stands at 20300 um.

The number of pins exceeding their max-slew limit in the final report stands at 0. The switching portion of total power comes to 0.325. After clock tree synthesis, the setup repair step added 0 buffers. The finished cells cover 0.0166 mm2. TritonCTS built the clock tree. The count of yosys warnings during synthesis stands at 1. The yosys synthesis chip area stands at 0.0150 mm2. The synthesized netlist occupies a cell area of 0.0150 mm2. The count of warning messages emitted by the tools stands at 34.

The number of enable flip-flop cells stands at 116. In the floorplan report the effective utilization is 0.508. At the placement stage, the worst setup path has a slack of 9.35 ns. According to the CTS report, the clock sink count is 180. In the post-synthesis netlist, the biggest area contributors are edfxtp_1 23%, dfxtp_1 8.5%, nor2_1 5.0%. The post-detailed-route DRC marker count stands at 0. Per the detail_route report, the via count comes to 14100. The leakage power total stands at 6.17 nW. The transition at the pin with the smallest max-transition slack stands at 1.02 ns.

The flow measured a signed area growth from synthesis to layout of 10.3%. The maximum number of pins on one net before global-route repair stands at 45. Per the detail_route report, routed wire per instance is 19.1 um.

For this run, the register share of the synthesized area comes to 0.317.
-- path summary, 6_finish.rpt --
kind                                          from  cells past startpoint                 to  slack, ns
worst max-delay path            reset_progress[28]                     30               x[8]       9.19
worst min-delay path                next_state[12]                      1  current_state[12]       0.43
worst max register to register  reset_progress[28]                     30               x[8]       9.19
worst min register to register      next_state[12]                      1  current_state[12]       0.43
-- registers in the layout, indices dropped and copies added (netlist names) --
signal / count
wren: 1
color: 3
next_state: 31
reset_progress: 32
x: 9
current_paddle: 9
current_ball_y: 8
paddle_draw_progress: 7
paddle_draw: 1
ball_draw: 1
current_ball_x: 9
brick_hit: 1
current_brick: 4
brick_draw_progress: 9
y: 8
wall_draw_progress: 16
current_state: 31
-- power groups by stage --
stage	clock network (mW)	logic [mW]	registers [mW]
5_1_grt	0.375	0.278	0.500
6_report	0.351	0.248	0.494
4_1_cts	0.360	0.248	0.493
-- per-layer routing --
metal  GRT usage  vias to the layer above
li1            -                     6924
met4      0.0645                        0
met2       0.464                      498
met5           0                        -
met1       0.445                     6661
met3      0.0499                       55
-- final cells by class --
| type | instances | area [um2] |
|---|---|---|
| Tap cell | 390 | 488 |
| Sequential cell | 180 | 4760 |
| Fill cell | 2717 | 13000 |
| Multi-Input combinational cell | 1505 | 9630 |
| Clock buffer | 18 | 439 |
| Inverter | 50 | 188 |
| Clock inverter | 14 | 179 |
| Timing Repair Buffer | 98 | 906 |
-- cell families (layout without fill, tap and decap cells) --
kind of cell | Yosys count | in the layout | synth area share
and+or+nand+nor | 825 | 825 | 0.275
AOI/OAI and AO/OA | 492 | 492 | 0.239
DFF | 180 | 180 | 0.317
buffers and inverters | 165 | 180 | 0.0454
xor gates and xnor gates | 120 | 120 | 0.0704
adders and majority gates | 40 | 40 | 0.0345
muxes | 28 | 28 | 0.0190
-- placed cells by master (no fill, tap or decap), types with 14 or more instances in the layout --
cell type,instances
a221oi_1,17
o21a_1,19
a21o_1,17
a31oi_1,17
a211oi_1,22
nand2_1,195
nor2b_1,14
or3_1,27
edfxtp_1,116
dfxtp_1,64
a21oi_1,82
mux2i_1,23
nand4_1,22
nand3_1,73
nand2b_1,17
inv_1,47
clkbuf_16,17
ha_1,35
o21ai_0,92
nor3_1,71
buf_4,30
clkdlybuf4s50_1,68
o211ai_1,28
xor2_1,46
nor4_1,27
o31ai_1,14
xnor2_1,73
nor2_1,202
and2_1,54
and3_1,40
-- per-stage QoR --
stage | utilization | instances
global route | 0.560 | 2255
CTS | 0.560 | 2255
global placement | 0.539 | 2223
detailed placement | 0.539 | 2223
finish | 0.560 | 2255
floorplan | - | 1850
Power and IR drop assume default switching activity.
